<file path="./design.v">
module scandoubler
(
	input            clk_sys,
	input            bypass,
	input            ce_divider,
	output           pixel_ena,
	input      [1:0] scanlines,
	input            hs_in,
	input            vs_in,
	input      [COLOR_DEPTH-1:0] r_in,
	input      [COLOR_DEPTH-1:0] g_in,
	input      [COLOR_DEPTH-1:0] b_in,
	output reg       hs_out,
	output reg       vs_out,
	output reg [5:0] r_out,
	output reg [5:0] g_out,
	output reg [5:0] b_out
);
parameter HCNT_WIDTH = 9;
parameter COLOR_DEPTH = 6;
reg [1:0] i_div;
reg ce_x1, ce_x2;
always @(posedge clk_sys) begin
	reg last_hs_in;
	last_hs_in <= hs_in;
	if(last_hs_in & !hs_in) begin
		i_div <= 2'b00;
	end else begin
		i_div <= i_div + 2'd1;
	end
end
always @(*) begin
	if (!ce_divider) begin
		ce_x1 = (i_div == 2'b01);
		ce_x2 = i_div[0];
	end else begin
		ce_x1 = i_div[0];
		ce_x2 = 1'b1;
	end
end
assign pixel_ena = bypass ? ce_x1 : ce_x2;
reg scanline;
reg [5:0] r;
reg [5:0] g;
reg [5:0] b;
reg hs_sd_d;
reg vs_sd_d;
always @(posedge clk_sys) begin
	if (COLOR_DEPTH == 6) begin
		b = sd_out[5:0];
		g = sd_out[11:6];
		r = sd_out[17:12];
	end else if (COLOR_DEPTH == 2) begin
		b = {3{sd_out[1:0]}};
		g = {3{sd_out[3:2]}};
		r = {3{sd_out[5:4]}};
	end else if (COLOR_DEPTH == 1) begin
		b = {6{sd_out[0]}};
		g = {6{sd_out[1]}};
		r = {6{sd_out[2]}};
	end else begin
		b = { sd_out[COLOR_DEPTH-1:0], sd_out[COLOR_DEPTH-1 -:(6-COLOR_DEPTH)] };
		g = { sd_out[COLOR_DEPTH*2-1:COLOR_DEPTH], sd_out[COLOR_DEPTH*2-1 -:(6-COLOR_DEPTH)] };
		r = { sd_out[COLOR_DEPTH*3-1:COLOR_DEPTH*2], sd_out[COLOR_DEPTH*3-1 -:(6-COLOR_DEPTH)] };
	end
	hs_sd_d<=hs_sd;
	vs_sd_d<=vs_sd;
end
always @(posedge clk_sys) begin
	if(bypass) begin
		r_out <= r;
		g_out <= g;
		b_out <= b;
		hs_out <= hs_sd_d;
		vs_out <= vs_sd_d;
	end else if(ce_x2) begin
		hs_out <= hs_sd_d;
		vs_out <= vs_sd_d;
		if(vs_out != vs_in) scanline <= 0;
		if(hs_out && !hs_sd_d) scanline <= !scanline;
		if(!scanline || !scanlines) begin
			r_out <= r;
			g_out <= g;
			b_out <= b;
		end else begin
			case(scanlines)
				1: begin  
					r_out <= {1'b0, r[5:1]} + {2'b00, r[5:2] };
					g_out <= {1'b0, g[5:1]} + {2'b00, g[5:2] };
					b_out <= {1'b0, b[5:1]} + {2'b00, b[5:2] };
				end
				2: begin  
					r_out <= {1'b0, r[5:1]};
					g_out <= {1'b0, g[5:1]};
					b_out <= {1'b0, b[5:1]};
				end
				3: begin  
					r_out <= {2'b00, r[5:2]};
					g_out <= {2'b00, g[5:2]};
					b_out <= {2'b00, b[5:2]};
				end
			endcase
		end
	end
end
wire [COLOR_DEPTH*3-1:0] sd_out = bypass ? sd_bypass_out : sd_buffer_out;
(* ramstyle = "no_rw_check" *) reg [COLOR_DEPTH*3-1:0] sd_buffer[2*2**HCNT_WIDTH];
reg        line_toggle;
reg  [HCNT_WIDTH-1:0] hs_max;
reg  [HCNT_WIDTH-1:0] hs_rise;
reg  [HCNT_WIDTH-1:0] hcnt;
always @(posedge clk_sys) begin
	reg hsD, vsD;
	if(ce_x1) begin
		hsD <= hs_in;
		if(hsD && !hs_in) begin
			hs_max <= hcnt;
			hcnt <= 0;
		end else begin
			hcnt <= hcnt + 1'd1;
		end
		if(!hsD && hs_in) hs_rise <= hcnt;
		vsD <= vs_in;
		if(vsD != vs_in) line_toggle <= 0;
		if(hsD && !hs_in) line_toggle <= !line_toggle;
		sd_buffer[{line_toggle, hcnt}] <= {r_in, g_in, b_in};
	end
end
reg [COLOR_DEPTH*3-1:0] sd_buffer_out, sd_bypass_out;
reg [HCNT_WIDTH-1:0] sd_hcnt;
reg        hs_sd, vs_sd;
always @(posedge clk_sys) begin
	reg hsD;
	if(ce_x2) begin
		hsD <= hs_in;
		sd_hcnt <= sd_hcnt + 1'd1;
		if(hsD && !hs_in)     sd_hcnt <= hs_max;
		if(sd_hcnt == hs_max) sd_hcnt <= 0;
		if(sd_hcnt == hs_max)  hs_sd <= 0;
		if(sd_hcnt == hs_rise) hs_sd <= 1;
		sd_buffer_out <= sd_buffer[{~line_toggle, sd_hcnt}];
		vs_sd <= vs_in;
	end
	if(bypass) begin
		sd_bypass_out <= {r_in, g_in, b_in};
		hs_sd <= hs_in;
		vs_sd <= vs_in;
	end
end
endmodule
</file>
<file path="./run.sh">
#!/bin/bash
# OpenROAD 26Q1-2900-gdf79404cd8, Yosys 0.63+post, stock flow scripts
make -C /OpenROAD-flow-scripts/flow DESIGN_CONFIG=/design/flow/config.mk WORK_HOME=/design/flow/orfs finish
</file>
<file path="./config.mk">
export PLATFORM = sky130hd
export DESIGN_NAME = scandoubler
export DESIGN_NICKNAME = scandoubler
export VERILOG_FILES = /design/flow/design.v
export SDC_FILE = /design/flow/constraint.sdc
export NUM_CORES = 4
export LEC_CHECK = 1
export CORE_UTILIZATION = 30
export SYNTH_MEMORY_MAX_BITS = 65536
</file>
<file path="./constraint.sdc">
current_design scandoubler

set clk_period 5865.4
set clk_io_pct 0.2

create_clock -name clk0 -period $clk_period [get_ports {clk_sys}]

set non_clock_inputs [all_inputs -no_clocks]
set_input_delay [expr $clk_period * $clk_io_pct] -clock clk0 $non_clock_inputs
set_output_delay [expr $clk_period * $clk_io_pct] -clock clk0 [all_outputs]
</file>
==> reports/qor.yml <==
status: "finished, violations left"
violations: "antenna violations"
fin_setup_tns_ps: 0
hp-class: "reg2reg"
synth.avg_cell_area_sq_um: 22.1
areaGrowthSynthToFinish_pct: 16.2
cts_max_level: 7
drive_above_1_share: 0.299
dp_hpwl_mm: 1650
synth.distinct_cells: 87
max-cap-violations: 0
synthFlopType: "edfxtp_1"
ios: 46
drtAntennaViolNets: 1
edf_count: 18500
startpoint_type: "input port"
floorplan.core_util: 0.301
min_period_ps: 2347950
setup_viol: 0
nFillCells: 213000
power_frac_comb: 0.235
io_buffers: 45
crit_arrival_ps: 1174870
drtPass1Iterations: 8
power.total_w: 0.000344
cts_tree: "built"
warning_count: 43
cts_buffer_depth: 6
worst-endpoint-required_ps: 4692320
die_area_sq_um: 2380000
rsz0062_at_grt: "no"
ctsResizeCount: 0
drc_errors: 0
crit_chain: "clkdlybuf4s50_1 > mux2i_2 > buf_4 > a21boi_0 > clkdlybuf4s50_1"
ir_drop_v: 0.000000359
yosysChipArea_sq_um: 712000
drtIter0Drc: 28600
synth_area_sq_um: 712000
cpMostUsedCell: "clkdlybuf4s50_1"
slowest_delay_ps: 550
synth_flops: 18600
gr-usage-all-layers: 0.222
critical_path_buf_inv_count: 3
grt_pass1_wl_mm: 3340
clock_skew_ps: 165
cts.sinks: 18600
hold_buffers: 0
critical_path.max_fanout: 9
routedWlPerCell_microns: 36.3
report.final.slew_viol_count: 0
crit_type: "in2out"
finalCritPeriodShare: 0.400
ys_cells: 32300
cts.clk_slew.worst_paths_ps: 60
vias: 365000
finalHoldViolCount: 0
die.size.y_mm: 1.54
antenna_found_initial: 314
drt-vias-per-instance: 5.31
ys_seq_share: 0.782
cp_slowest_cell: "clkdlybuf4s50_1"
post_cts_buffers: 0
numCtsBuffers: 1854
rows: 565
fp.dieW_mm: 1.54
root_buffer: "clkbuf_16"
pwr-share-clk: 0.338
grt_pass1_vias: 400000
synth_cells: 32300
p_leak_nw: 256
routed_wl_mm: 2490
grt_max_degree: 107
globalplace.congestion: 0.975
ys_warn_count: 1
p_sw_w: 0.000108
fmax_mhz: 0.426
clk_latency_ps: 1440
internal_power_w: 0.000236
gr-total-overflow: 0
tightest_slew_ps: 1400
cp-end-kind: "output port"
critPathTopFamily: "buffers and inverters"
switching_share: 0.313
p_seq_frac: 0.427
slew_headroom: 0.0587
p_per_area_nw_per_um2: 0.415
synth_async_sr_flop_share: 0
core_area_sq_um: 2370000
==> routing by layer <==
metal  vias to the layer above  wire length (microns)  part of all wire  GRT usage
met2                     32100                1060000              0.43      0.299
li1                     144000                      -                 -          -
met3                      5985                 590000              0.24      0.242
met1                    183000                 623000              0.25      0.177
met5                         -                  24700            0.0099      0.102
met4                       465                 188000             0.076      0.134
==> area by class of cell <==
cell class | instances | area, sq um | area share
sequential | 18600 | 557000 | 0.673
inverter | 32 | 175 | 0.000212
tap | 31500 | 39400 | 0.0476
clock buffer | 2229 | 48300 | 0.0583
clock inverter | 1090 | 10300 | 0.0125
multi-input combinational | 11700 | 148000 | 0.179
timing repair buffer | 2976 | 23100 | 0.0279
antenna | 593 | 1480 | 0.00179
==> cells in the mapped netlist, drive strengths merged (110+ instances only) <==
master	instances	area (sq um)
edfxtp	18500	556000
o221ai	212	1860
mux2i	1739	17400
a211oi	157	1180
a21oi	634	3170
o21ai	461	2310
nor2	1274	4780
a221oi	420	3680
mux4	4084	92000
buf	1241	7990
nand2	577	2170
o22ai	345	2160
nand3	217	1090
nor3	110	551
a22oi	518	3890
clkbuf	765	2870
==> power groups by stage <==
stage | clock network [W] | logic, W | registers, W
4_1_cts | 0.000117 | 0.0000777 | 0.000147
5_1_grt | 0.000122 | 0.0000814 | 0.000147
6_report | 0.000116 | 0.0000809 | 0.000147
==> flip-flops by register name (all words and copies together) (netlist names), named ones only <==
signal and cells:
g_out 6, hs_sd 1, scanline 1, hs_rise 9, vs_sd_d 1, line_toggle 1
vs_out 1, hcnt 9, vs_sd 1, r_out 6, hs_max 9, sd_hcnt 9
sd_buffer 18432, g 6, i_div 2, sd_bypass_out 18, b 6, b_out 6
r 6, hs_sd_d 1, hs_out 1, sd_buffer_out 18
==> through the flow <==
| step | hold WS, ps | setup slack (ps) | area [sq um] | std cells | utilization |
|---|---|---|---|---|---|
| final | 341 | 3517450 | 828000 | 68600 | 0.350 |
| after global routing | 355 | 3517330 | 827000 | 68400 | 0.349 |
| after CTS | 343 | 3517470 | 826000 | 68000 | 0.349 |
| after detailed placement | 336 | 3517470 | 768000 | 64700 | 0.324 |
| after global placement | 327 | 3517410 | 768000 | 64700 | 0.324 |
| after floorplan | 323 | 3518750 | 712000 | 32300 | - |
==> path summary, 6_finish.rpt <==
| kind | from | endpoint | slack (ps) | cells past startpoint |
|---|---|---|---|---|
| min | vs_sd | vs_sd_d | 340 | 0 |
| max reg2reg | sd_hcnt[0] | sd_buffer_out[5] | 5855480 | 16 |
| max | ce_divider | pixel_ena | 3517450 | 5 |
| min reg2reg | vs_sd | vs_sd_d | 340 | 0 |
==> cells in the final DEF, fill, tap and decap left out, drive strengths merged, types with 76 or more instances in the layout <==
master / n
nand3: 217
clkinv: 786
mux2: 100
buf: 2950
nor3: 110
a31oi: 76
nor2: 1274
o221ai: 212
bufinv: 192
clkbuf: 2229
o21ai: 461
a22oi: 518
a22o: 82
nand2: 577
o22ai: 345
diode: 593
edfxtp: 18500
a211oi: 157
a21oi: 634
mux2i: 1739
mux4: 4084
a221oi: 420
==> worst reg2reg max path: stages, from the launching register on <==
cell,delay [ps]
edfxtp_1,640
buf_4,590
buf_4,540
buf_4,700
buf_4,710
buf_4,680
buf_4,580
buf_4,520
buf_4,590
mux4_2,620
mux2i_1,150
buf_4,240
o22ai_1,130
o21ai_0,760
a22o_1,730
nand2_1,890
a32o_1,580
==> cells by family after synthesis <==
| kind of cell | count (synthesis) | synth area share |
|---|---|---|
| DFF | 18600 | 0.782 |
| buffers and inverters | 2038 | 0.0154 |
| and+or+nand+nor | 2426 | 0.0144 |
| muxes | 5923 | 0.155 |
| adders and majority gates | 24 | 0.000453 |
| xor gates and xnor gates | 41 | 0.000504 |
| AOI/OAI and AO/OA | 3285 | 0.0319 |
Power and IR drop assume default switching activity.
